==> design.v <==
module hex_number_to_7_seg_converter (input [3:0] inp_hex_number, output reg [6:0] out_hex_number);
	always @ (inp_hex_number) begin
		case (inp_hex_number)      
			0 : out_hex_number = 7'b1000000;
			1 : out_hex_number = 7'b1111001;
			2 : out_hex_number = 7'b0100100;
			3 : out_hex_number = 7'b0110000;
			4 : out_hex_number = 7'b0011001;
			5 : out_hex_number = 7'b0010010;
			6 : out_hex_number = 7'b0000010;
			7 : out_hex_number = 7'b1111000;
			8 : out_hex_number = 7'b0000000;
			9 : out_hex_number = 7'b0010000;
			10 : out_hex_number = 7'b0001000;
			11 : out_hex_number = 7'b0000011;
			12 : out_hex_number = 7'b0100111;
			13 : out_hex_number = 7'b0100001;
			14 : out_hex_number = 7'b0000110;
			15 : out_hex_number = 7'b0001110;
			default: out_hex_number = 0;
		endcase
	end
endmodule
==> run.sh <==
#!/bin/bash
# OpenROAD 26Q1-2900-gdf79404cd8, Yosys 0.63+post, stock flow scripts
make -C /OpenROAD-flow-scripts/flow DESIGN_CONFIG=/design/flow/config.mk WORK_HOME=/design/flow/orfs finish
==> config.mk <==
export PLATFORM = sky130hd
export DESIGN_NAME = hex_number_to_7_seg_converter
export DESIGN_NICKNAME = hex_number_to_7_seg_converter
export VERILOG_FILES = /design/flow/design.v
export SDC_FILE = /design/flow/constraint.sdc
export NUM_CORES = 4
export LEC_CHECK = 1
export CORE_AREA = 10 10 70 70
export DIE_AREA = 0 0 80 80
==> constraint.sdc <==
current_design hex_number_to_7_seg_converter

set clk_period 1.0
set clk_io_pct 0.2

create_clock -name clk0 -period $clk_period

set non_clock_inputs [all_inputs -no_clocks]
set_input_delay [expr $clk_period * $clk_io_pct] -clock clk0 $non_clock_inputs
set_output_delay [expr $clk_period * $clk_io_pct] -clock clk0 [all_outputs]
==> impl_metrics.py <==
# Generated from Yosys and OpenROAD reports
metrics = {
    "final_layout": {
        "drive_gt1_frac": 0.759,
        "final_sequential_cell_count": 0,
        "layout.core_utilization": 0.176,
        "layout_stage_area_growth_over_the_synthesis_result_pct": 158,
        "instances_no_fill": 100,
        "fillCellCount": 368,
        "regArea_um2": 0,
        "clkbuf_count": 0,
    },
    "sta": {
        "timing.final.max_slew_violations": 0,
        "final_min_period_over_clock_period": 1.39,
        "max_freq_mhz": 721,
        "postLayoutSetupSlackWorst_ns": -0.388,
        "timing.setup.tns_ns": -1.84,
        "worst-slew-pin-transition_ns": 0.206,
        "hold_viol_final": 0,
        "grt_setup_unrepaired": "yes",
        "period_needed_ns": 1.39,
        "report.final.setup_viol": 7,
        "slew_headroom": 0.859,
    },
    "placement": {
        "dp.cells": 92,
        "post-place-ws_ns": -1.21,
        "port_buf_inserts": 11,
        "detailedPlacementHpwl_um": 562,
        "place_congestion": 0.797,
    },
    "yosys": {
        "yosys-top-cells-area": "ha_1 (32%), mux4_2 (19%), mux2i_1 (8.6%)",
        "yosysSeqAreaShare": 0,
        "synthTopCellsByCount": "ha_1 (6), nand2_1 (4), nor2_1 (4)",
        "syn_std_cell_area_um2": 233,
        "synth-area-yosys_um2": 233,
        "top_area_cell": "ha_1",
        "ys_types": 14,
        "synth_cells": 29,
        "post_syn_area_per_cell_um2": 8.02,
        "ys_warn_count": 1,
        "synth.most_common_cell": "ha_1",
        "synth_largest_type_area_fraction": 0.323,
        "yosys_cell_count": 29,
    },
    "power": {
        "ir_worst_vdd_mv": 0.0537,
        "leakagePower_nw": 0.262,
        "power.density_mw_per_mm2": 373,
        "power.total_mw": 0.224,
    },
    "critical_path": {
        "cp_num_buf_inv": 4,
        "worst_ep_required_time_ns": 0.80,
        "timing.critical_path.max_delay_family": "multiplexers",
        "crit_path_max_fanout": 5,
        "max_stage_delay_ns": 0.44,
        "start_kind": "primary input",
        "crit_end_element": "output port",
        "chain_of_cells_forming_the_critical_path": "buf_12 -> inv_12 -> ha_4 -> inv_2 -> mux4_2 -> buf_2",
        "setup.worst_path.class": "primary input to output port",
        "slowest_stage": "mux4_2",
        "arrival_ns": 1.19,
    },
    "flow_run": {
        "drv_cap": 0,
        "tool_warnings": 40,
    },
    "detailed_routing": {
        "post_drt_via_cell_ratio": 2.98,
        "detail_route.drc_violations": 0,
        "detail-route-antenna-nets": 0,
        "detail_route.antenna_diodes": 0,
        "vias": 298,
        "wl_per_cell_um": 8.85,
        "wirelength_um": 885,
        "detail_route.first_pass.iterations": 3,
        "dr.first_iter.drc_count": 18,
    },
    "floorplanning": {
        "fp-utilization": 0.0681,
        "placement_row_count": 21,
        "die_w_um": 80,
        "fp.coreArea_mm2": 0.00342,
        "dieHeight_um": 80,
        "num_io_pins": 11,
        "floorplan.die_area_mm2": 0.00640,
    },
    "worst_hold_path": {
        "hold_class": "primary input to output port",
    },
    "global_routing": {
        "global_route_wire_length_before_repair_um": 1420,
        "track_usage": 0.0252,
        "grt_max_degree": 6,
        "grt_antenna_before_repair": 0,
        "globalRoute.totalOverflow": 0,
        "vias_in_the_first_global_route": 315,
    },
    "run_status": {
        "run_status": "finished with violations",
        "violations": "setup timing",
    },
}
## layout by cell type, fill, tap and decap left out, drive strengths merged
master    n
mux2i     2
mux4      2
nand2     4
o31ai     1
o211ai    1
a21oi     1
o21ai     2
buf      27
o2bb2ai   1
ha        6
nor2      4
inv       3
## cell type report
| type | instances | area, um^2 | area share |
|---|---|---|---|
| Inverter | 3 | 28.8 | 0.0479 |
| Multi-Input combinational cell | 24 | 280 | 0.467 |
| Tap cell | 46 | 57.6 | 0.0958 |
| Timing Repair Buffer | 27 | 234 | 0.390 |
## per-stage QoR
step	instance area (um^2)	hold WS, ns
2_1_floorplan	265	0.469
3_3_place_gp	480	1.53
3_5_place_dp	480	1.51
4_1_cts	572	0.852
5_1_grt	601	0.764
6_report	601	0.737
## kinds of logic after synthesis
logic type / Yosys count / synth area share
buffers and inverters: 5 / 0.102
AOI/OAI and AO/OA: 6 / 0.167
and+or+nand+nor: 8 / 0.129
muxes: 4 / 0.280
adders and majority gates: 6 / 0.323
## metal layers
metal  GRT usage  vias to the layer above  wire (um)  part of all wire
met5           0                        -          0                 0
met4           0                        0          0                 0
met3     0.00455                        0         71             0.080
met2      0.0409                        9        368              0.42
met1      0.0358                      137        444              0.50
li1            -                      152          -                 -
## path summary, 6_finish.rpt
check / from / slack [ns] / end / depth (start not counted)
worst max-delay path: inp_hex_number[0] / -0.39 / out_hex_number[3] / 6
worst min-delay path: inp_hex_number[0] / 0.74 / out_hex_number[1] / 4
## power by group
part           total [mW]  internal (mW)  switching [mW]
registers               0              0               0
logic               0.224          0.135          0.0893
clock network           0              0               0
## repair_timing
item	4_1_cts	5_1_grt
cloned	0	0
buffers inserted	7	2
resized	50	15
setup endpoints to repair	7	7
pin swaps	9	6
hold buffers	0	0
Power is estimated from default activity; no workload was simulated.
